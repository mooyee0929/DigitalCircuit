==> flow/design.v <==
module sort(input [31:0] A,output [31:0] B);
	integer i,j,k,tmp;
	reg [0:3]array[7:0];
	always@(*)begin
		for(i=7;i>=0;i--)begin
			array[i]=A[(i*4)+:4];
		end
		for(j=0;j<7;j++)begin
			for(k=7;k>j;k--)begin
			if(array[k]<array[k-1])begin
				tmp=array[k];
				array[k]=array[k-1];
				array[k-1]=tmp;
			end
			end
		end
	end
	genvar o;
	generate
	for(o=7;o>=0;o=o-1)begin
		assign B[((o*4))+:4]=array[o];
	end
	endgenerate
endmodule
==> flow/run.sh <==
#!/bin/bash
# OpenROAD 26Q1-2900-gdf79404cd8, Yosys 0.63+post, stock flow scripts
make -C /OpenROAD-flow-scripts/flow DESIGN_CONFIG=/design/flow/config.mk WORK_HOME=/design/flow/orfs finish
==> flow/config.mk <==
export PLATFORM = sky130hd
export DESIGN_NAME = sort
export DESIGN_NICKNAME = sort
export VERILOG_FILES = /design/flow/design.v
export SDC_FILE = /design/flow/constraint.sdc
export NUM_CORES = 4
export LEC_CHECK = 1
export CORE_UTILIZATION = 40
==> flow/constraint.sdc <==
current_design sort

set clk_period 35.0
set clk_io_pct 0.2

create_clock -name clk0 -period $clk_period

set non_clock_inputs [all_inputs -no_clocks]
set_input_delay [expr $clk_period * $clk_io_pct] -clock clk0 $non_clock_inputs
set_output_delay [expr $clk_period * $clk_io_pct] -clock clk0 [all_outputs]
==> impl_metrics.tcl <==
# collected from the flow reports
set metrics [dict create \
    ant_nets 0 \
    vias 6066 \
    grt_max_degree 14 \
    antenna_found_initial 0 \
    startpoint "A[31]" \
    hpwl_mm 12.9 \
    drive_gt1_frac 0.0921 \
    diodes 0 \
    maxCapViolCount 0 \
    outcome "finished, final reports clean" \
    syn_inst 857 \
    hold_viol 0 \
    gp_congestion 0.898 \
    syn-mean-instance-area_sq_um 7.27 \
    first_pass_iters 5 \
    ys_sh_simple 0.158 \
    synthAdderAreaFrac 0.281 \
    slowest_delay_ps 560 \
    worst-path-max-fanout 8 \
    met3_usage 0.000859 \
    clock_buffer_count 0 \
    drtIter0Drc 241 \
    start_kind "input port" \
    yosys_area_sq_um 6230 \
    period_needed_ps 33330 \
    vias_per_cell 5.46 \
    yosys.area_share.xor_xnor 0 \
    drv_slew 0 \
    io_pins 64 \
    die_x_um 127 \
    flop-count 0 \
    top_logic_kind "AND-OR/OR-AND gates" \
    grt-busiest-layer "met2" \
    setup_viol_count_final 0 \
    path_class "in -> out" \
    die_y_um 127 \
    syn_area_sq_um 6230 \
    grt_util_met1 0.261 \
    fmax_mhz 30.0 \
    yosys.area.top_type "ha_1" \
    postSynthSeqShare 0 \
    warnings 88 \
    ys_types 84 \
    initial_core_util 0.410 \
    met2_usage 0.326 \
    top_area_frac 0.281 \
    endpoint_kind "primary output" \
    mostFrequentLayoutCell "ha_1" \
    die-area_sq_um 16100 \
    rsz0062_at_grt "false" \
    rows 45 \
    min_period_over_period 0.952 \
    yosys.area_share.aoi 0.351 \
    mostFrequentLayoutCells "ha_1 (140), inv_1 (130), nor2_1 (84)" \
    endpoint "B[26]" \
    yosys_cells 857 \
    grt_usage 0.184 \
    numPortBuffers 64 \
    seq_area_sq_um 0 \
    relSlewSlack 0.579 \
    slowest_stage "or4b_1" \
    syn_to_final_growth_pct 14.5 \
    hold_class "in -> out" \
    detail_route.wl_per_cell_um 13.1 \
    core_sq_um 15200 \
    cpMostUsedCell "ha_1" \
    synthTopCellsByArea "ha_1 (28%), inv_1 (7.8%), mux2i_1 (6.4%), a21oi_1 (5.6%), mux2_2 (5.1%)" \
    routed_wl_mm 14.5 \
    mux_share 0.126 \
    grt_pass1_wl_mm 24.6 \
    cp_data_arrival_time_ps 26330 \
    grt_pass1_vias 5467 \
    worst_pin_slew_ps 629 \
    tns_ps 0 \
    cts_hold_buffers 0 \
    synth-warning-count 2 \
    grt_overflow 0 \
    required_ps 28000 \
    drcViolationCount 0 \
]
## routing by layer
| layer | part of all wire | up-vias |
|---|---|---|
| met3 | 0.022 | 6 |
| met1 | 0.52 | 2679 |
| met4 | 0.0072 | 0 |
| li1 | - | 3283 |
| met5 | 0 | - |
| met2 | 0.46 | 98 |
## synthesized netlist by cell type, drive strengths merged (11+ instances only)
cell,n
ha,140
or2,14
nand3,14
a21o,15
nand2,49
mux2,32
nor3,13
inv,130
mux2i,41
o21bai,21
a21oi,75
nor2,85
o21ai,46
nand2b,11
o21a,15
a211oi,22
## layout make-up
type | instances | area (sq um)
Inverter | 130 | 488
Tap cell | 188 | 235
Multi-Input combinational cell | 723 | 5730
Fill cell | 1552 | 8070
Timing Repair Buffer | 70 | 686
## stage by stage
step                      cell area, sq um  std cells  hold WS, ps  utilization  setup WS, ps
after floorplan                       6230        857        14060            -          4200
after global placement                7080       1106        14980        0.466          1320
after detailed placement              7080       1106        14980        0.466          1130
after CTS                             7080       1106        14980        0.466          1080
after global routing                  7140       1111        15040        0.469           124
final                                 7140       1111        14970        0.469          1670
## critical path, delay by kind of cell
family	cells	cell delay [ps]
fa+ha+maj	13	3530
buf+inv	9	1620
mux	10	3710
compound gates	29	6110
simple gates	20	4340
## what timing repair did
item | in CTS | in global routing
setup buffers | 0 | 5
gates resized | 0 | 3
endpoints found under the setup margin | 0 | 6
hold endpoints to repair | 0 | 0
## cell families (layout without fill, tap and decap cells)
logic type / count (synthesis) / after routing
buffers and inverters: 134 / 200
multiplexers: 73 / 73
AND/OR/NAND/NOR: 211 / 211
AND-OR/OR-AND: 299 / 299
adder cells (fa/ha/maj): 140 / 140
## worst min path at each step
stage	from	end	slack, ps	cells after the start
CTS	A[0]	B[0]	14980	4
global route	A[1]	B[1]	15040	4
finish	A[1]	B[1]	14970	4
