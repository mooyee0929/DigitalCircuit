<file path="design/flow/design.v">
module sram
#(parameter DATA_WIDTH = 8, ADDR_WIDTH = 4)
 (input clk,
  input en,  
  input we,  
  input  [ADDR_WIDTH-1 : 0] addr,
  input  [DATA_WIDTH-1 : 0] data_i,
  output reg [DATA_WIDTH-1 : 0] data_o,
  output correct);
localparam RAM_SIZE = 2**ADDR_WIDTH;
reg [DATA_WIDTH-1 : 0] RAM [RAM_SIZE-1 : 0];
reg [DATA_WIDTH-1 : 0] answer [RAM_SIZE-1 : 0];
initial begin
    RAM[ 0] = 8'd34;
    RAM[ 1] = 8'd215;
    RAM[ 2] = 8'd122;
    RAM[ 3] = 8'd17;
    RAM[ 4] = 8'd77;
    RAM[ 5] = 8'd67;
    RAM[ 6] = 8'd63;
    RAM[ 7] = 8'd194;
    RAM[ 8] = 8'd139;
    RAM[ 9] = 8'd24;
    RAM[10] = 8'd71;
    RAM[11] = 8'd244;
    RAM[12] = 8'd246;
    RAM[13] = 8'd40;
    RAM[14] = 8'd247;
    RAM[15] = 8'd66;
    answer[ 0] = 8'd247;
    answer[ 1] = 8'd246;
    answer[ 2] = 8'd244;
    answer[ 3] = 8'd215;
    answer[ 4] = 8'd194;
    answer[ 5] = 8'd139;
    answer[ 6] = 8'd122;
    answer[ 7] = 8'd77;
    answer[ 8] = 8'd71;
    answer[ 9] = 8'd67;
    answer[10] = 8'd66;
    answer[11] = 8'd63;
    answer[12] = 8'd40;
    answer[13] = 8'd34;
    answer[14] = 8'd24;
    answer[15] = 8'd17;
end
assign correct = (RAM[ 0] == answer[ 0]) &&
                 (RAM[ 1] == answer[ 1]) &&
                 (RAM[ 2] == answer[ 2]) &&
                 (RAM[ 3] == answer[ 3]) &&
                 (RAM[ 4] == answer[ 4]) &&
                 (RAM[ 5] == answer[ 5]) &&
                 (RAM[ 6] == answer[ 6]) &&
                 (RAM[ 7] == answer[ 7]) &&
                 (RAM[ 8] == answer[ 8]) &&
                 (RAM[ 9] == answer[ 9]) &&
                 (RAM[10] == answer[10]) &&
                 (RAM[11] == answer[11]) &&
                 (RAM[12] == answer[12]) &&
                 (RAM[13] == answer[13]) &&
                 (RAM[14] == answer[14]) &&
                 (RAM[15] == answer[15]);
always@(posedge clk)
begin
  if (en & we)
    data_o <= data_i;
  else
    data_o <= RAM[addr];
end
always@(posedge clk)
begin
  if (en & we)
    RAM[addr] <= data_i;
end
endmodule
</file>
<file path="design/flow/config.mk">
export PLATFORM = sky130hd
export DESIGN_NAME = sram
export DESIGN_NICKNAME = sram
export VERILOG_FILES = /design/flow/design.v
export SDC_FILE = /design/flow/constraint.sdc
export NUM_CORES = 4
export LEC_CHECK = 1
export CORE_UTILIZATION = 40
</file>
<file path="design/flow/constraint.sdc">
current_design sram

set clk_period 6.2
set clk_io_pct 0.2

create_clock -name clk0 -period $clk_period [get_ports {clk}]

set non_clock_inputs [all_inputs -no_clocks]
set_input_delay [expr $clk_period * $clk_io_pct] -clock clk0 $non_clock_inputs
set_output_delay [expr $clk_period * $clk_io_pct] -clock clk0 [all_outputs]
</file>
<file path="design/flow/run.sh">
#!/bin/bash
# OpenROAD 26Q1-2900-gdf79404cd8, Yosys 0.63+post, stock flow scripts
make -C /OpenROAD-flow-scripts/flow DESIGN_CONFIG=/design/flow/config.mk WORK_HOME=/design/flow/orfs finish
</file>
==> results_dict.tcl <==
# flow metrics
set metrics [dict create \
    finalCritPeriodShare_pct 62.0 \
    hpwlAfterDp_microns 7800 \
    top_cell "edfxtp_1" \
    ys_seq_share_pct 72.1 \
    top_register "RAM" \
    cts_buffers 17 \
    required_ns 4.96 \
    fmax_ghz 0.260 \
    cts_root_buf "clkbuf_16" \
    largest_reg_flops 128 \
    edf_count 128 \
    design_area_sq_um 6550 \
    port_buffers 23 \
    syn2layout_area_growth_pct 20.4 \
    h-tree-depth 4 \
    antenna-diode-count 0 \
    drtPass1Iterations 4 \
    placed_cells 482 \
    final_hold_viol_count 0 \
    min_from "addr[3]" \
    startpoint_type "flip-flop" \
    die_w_microns 119 \
    reg.largest.list "RAM (128)" \
    place_ws_ns 2.72 \
    fillers 1085 \
    synthCells 272 \
    vdd_drop_max_mv 0.194 \
    setup_tns_ns 0 \
    p_leak_nw 2.11 \
    whs_ns 1.39 \
    fp.dieH_microns 119 \
    syn_area_per_cell_sq_um 20.0 \
    cts_buffer_depth 2 \
    power.total_mw 2.11 \
    cts_hold_buf 0 \
    chip_area_sq_um 14100 \
    max_slew_margin_pct 52.5 \
    final.min_clock_period_ns 3.84 \
    ys.flops 132 \
    grt_start_max_net_pins 33 \
    instances_no_fill 513 \
    antenna_found_initial 0 \
    finalWeightedCongestion 0.854 \
    wl_per_cell_microns 24.7 \
    num_io_pins 24 \
    grt_setup_unrepaired "no" \
    fin_util_pct 49.5 \
    fp-utilization_pct 41.1 \
    route.vias.total 2989 \
    drv_cap 0 \
    drcViolationCount 0 \
    fin_ws_ns 2.36 \
    topCellsByArea "edfxtp_1, mux4_2, mux4_1, a22oi_1, dfxtp_1" \
    report.final.slew_viol_count 0 \
    mappedNetlistArea_sq_um 5440 \
    grt_use_total_pct 20.8 \
    synth-async-reset-ratio_pct 0 \
    yosys_most_used_dff "edfxtp_1" \
    crit_arrival_ns 2.60 \
    cts_setup_buffers 0 \
    top_area_share_pct 70.6 \
    largest_area_cell "edfxtp_1" \
    yosys_cells 272 \
    warnings 25 \
    synth_chip_area_sq_um 5440 \
    cts.sinks 132 \
    synth_cell_types 29 \
    yosys_warnings 1 \
    cp_max_fo 32 \
    finalSetupViolCount 0 \
    rows 42 \
    hold_class "primary input to flip-flop" \
    core_area_sq_um 13200 \
    viasPerCell 5.83 \
    status "finished clean" \
    grt_pass1_vias 3282 \
    drt-initial-drc-count 207 \
    synthTopCellsByCount "edfxtp_1, mux4_2, nor2_1" \
    clk_pin_slew_worst_paths_ns 0.05 \
    overflow 0 \
    ant_nets 0 \
    critical_path_class "flip-flop to output pin" \
    grt_pass1_wl_microns 19100 \
    worstMarginPinSlew_ns 0.710 \
    power_density_nw_per_um2 322 \
    dpl_cell_area_sq_um 5940 \
    drive_gt1_share_pct 20.5 \
    wirelength_microns 12600 \
    tritoncts "built" \
    crit_path_end_kind "output pin" \
    cts_resized 0 \
    crit_path_end "data_o[0]" \
]
-- kinds of logic after synthesis --
kind of cell,count (synthesis),share of synthesized area (%)
flip-flops,132,72.1
AND/OR/NAND/NOR,82,9.52
multiplexers,32,14.2
AND-OR/OR-AND,16,2.21
buffers and inverters,10,2.02
-- power by group --
group / switching [mW] / total (mW) / internal [mW]
sequential: 0.00514 / 0.996 / 0.991
combinational: 0.0483 / 0.0950 / 0.0467
clock: 0.351 / 1.02 / 0.667
-- worst max-delay path, stage by stage, from the launching register on --
cell and delay [ns]:
dfxtp_2 0.31, buf_4 0.48, mux4_1 0.65, a22oi_1 0.27, nand2_1 0.09, clkdlybuf4s50_1 0.41
-- cells in the final DEF, fill, tap and decap left out, drive strengths merged --
cell type	count
a22oi	16
and2	1
and2b	1
and4	3
and4b	1
buf	21
bufinv	4
clkbuf	17
clkdlybuf4s50	23
clkinv	6
clkinvlp	3
dfxtp	4
edfxtp	128
inv	1
mux4	32
nand2	11
nand2b	2
nand4	10
nand4b	6
nor2	17
nor2b	2
nor3	4
nor4	7
nor4b	6
nor4bb	8
or3	1
or4b	2
-- cell type report --
| class | count | area, sq um | share of cell area (%) |
|---|---|---|---|
| flip-flops and latches | 132 | 3930 | 59.9 |
| repair buffers | 44 | 388 | 5.92 |
| multi-input cells | 130 | 1410 | 21.5 |
| clock buffers | 17 | 425 | 6.49 |
| well taps | 176 | 220 | 3.36 |
| clock inverters | 14 | 185 | 2.83 |
-- worst min-delay path by stage --
stage | to | depth (start not counted)
CTS | flip-flop | 1
global route | flip-flop | 1
finish | flip-flop | 1
-- per-layer routing --
layer  up-vias  share of wire, %  GRT usage [%]
met2       207                48           30.0
met1      1472                34           25.9
met5         -                 0              0
li1       1296                 -              -
met4         0               1.5           3.01
met3        14                16           17.1
Power and IR drop assume default switching activity.
